`design/flow/config.mk`:
```
export PLATFORM = sky130hd
export DESIGN_NAME = control
export DESIGN_NICKNAME = control
export VERILOG_FILES = /design/flow/design.v
export SDC_FILE = /design/flow/constraint.sdc
export NUM_CORES = 4
export LEC_CHECK = 1
export CORE_AREA = 10 10 70 70
export DIE_AREA = 0 0 80 80
```
`design/flow/constraint.sdc`:
```
current_design control

set clk_period 1.6
set clk_io_pct 0.2

create_clock -name clk0 -period $clk_period [get_ports {clk}]

set non_clock_inputs [all_inputs -no_clocks]
set_input_delay [expr $clk_period * $clk_io_pct] -clock clk0 $non_clock_inputs
set_output_delay [expr $clk_period * $clk_io_pct] -clock clk0 [all_outputs]
```
`design/flow/design.v`:
```
module control 
(
	input clk, enter, clr,
	output reg reset, loadA, loadB, loadZ, loadOU, IUAU,
	output st1, st0
);
reg [1:0] state, nextstate;
parameter s0 = 2'b00, s1 = 2'b01, s2 = 2'b10, s3 = 2'b11;
wire in, clock;
assign st1 = state[1];
assign st0 = state[0];
divideXN #(6'd50, 3'd6) divideXN_1Mhz 
(
	.clk(clk) ,	 
	.clr(clr) ,	 
	.out(clock) 	 
);
edgedetect edgedetect_inst
(
	.in(enter) ,	 
	.clock(clock) ,	 
	.out(in) 	 
);
always @(posedge in, negedge clr)
	if(clr==0) state <= s0;
		else state <= nextstate;  
always @(state, in)
	case(state)
		s0:if (~in)begin reset=1'b0;loadA=1'b1;loadB=1'b1;loadZ=1'b1;loadOU=1'b1;IUAU=1'b0;nextstate=s1;end 
		s1:if (~in)begin reset=1'b1;loadA=1'b0;loadB=1'b1;loadZ=1'b1;loadOU=1'b0;IUAU=1'b0;nextstate=s2;end
		s2:if (~in)begin reset=1'b1;loadA=1'b1;loadB=1'b0;loadZ=1'b1;loadOU=1'b0;IUAU=1'b0;nextstate=s3;end
		s3:if (~in)begin reset=1'b1;loadA=1'b1;loadB=1'b1;loadZ=1'b0;loadOU=1'b0;IUAU=1'b1;nextstate=s3;end
	endcase 
endmodule
module divideXN #(parameter N=10, parameter M=4)
	(
	input clk, clr,
	output reg [M-1:0] count,
	output reg out
	);
	always@(negedge clk, negedge clr)
		if(clr==1'b0) count<=0;
			else
			begin
				if(count==N-2'd2) begin out<=1'b1;count<=N-1'd1;end
					else
				if(count==N-1'd1) begin out<=1'b0;count<=0;end
					else begin out<=1'b0;count<=count+1'b1;end
			end
endmodule 
module edgedetect
( input in, clock,
output out
);
reg in_delay;
always @ (posedge clock)
in_delay <= in;
assign out = in & ~in_delay;
endmodule 
```
`design/flow/run.sh`:
```
#!/bin/bash
# OpenROAD 26Q1-2900-gdf79404cd8, Yosys 0.63+post, stock flow scripts
make -C /OpenROAD-flow-scripts/flow DESIGN_CONFIG=/design/flow/config.mk WORK_HOME=/design/flow/orfs finish
```
==> run_results.csv <==
group,metric,value,unit
status,outcome,"complete, no violations",
clock_tree,cts_max_level,1,
placement,dp_cells,107,
pwr,sequentialPowerShare,0.511,
clock_tree,hold_buffers,0,
sta,fin_ws,0.00368,ns
routing,dr.pass1.iters,3,
global_route,grtUsageTotal,0.0269,
worst_hold_path,whs_path_depth,1,
routing,drc_errors,0,
final_layout,finalInstanceArea,779,um2
final_layout,drive_gt1_frac,0.123,
sta,finalMaxSlewViolations,0,
die,ioPinCount,11,
clock_tree,clkTransAtPathRegs,0.04,ns
synth,synth_cells,50,
die,die_x,80,um
final_layout,stdcell_count,111,
placement,gp_congestion,0.798,
placement,portBuffers,10,
placement,pre_cts_slack,-0.301,ns
synth,top_area_cell,"dfrtn_1",
worst_setup_path,worstSetupPathDepth,1,
worst_setup_path,crit_chain,"clkdlybuf4s50_1",
synth,most_common_cell,"dfrtn_1",
synth,syn_area,588,um2
worst_setup_path,cp-end-kind,"flip-flop",
job,maxCapViolCount,0,
die,die_area,0.00640,mm2
final_layout,multiInputGateArea,206,um2
synth,yosys-stat-area,588,um2
pwr,intPower,0.000294,W
worst_hold_path,hold_class,"reg -> reg",
routing,wl,897,um
global_route,grt_max_degree,9,
pwr,p_sw_frac,0.205,
clock_tree,cts_resized,0,
synth,ys.flop_type,"dfrtn_1",
sta,finalHoldViolations,0,
synth,common_cells,"dfrtn_1, dlxtn_1, inv_1",
job,warning_count,28,
synth,synth_area_per_cell,11.8,um2
sta,rsz0062_at_grt,"no",
synth,async_flop_share,0.471,
synth,ys_cells,50,
final_layout,area_growth,32.6,%
die,core_area,0.00342,mm2
worst_setup_path,worstSetupPathType,"in -> reg",
synth,ys_seq_elements,17,
clock_tree,cts_setup_buffers,0,
worst_setup_path,start_kind,"input port",
worst_setup_path,crit_fanout,2,
final_layout,n_fill_cell,363,
worst_setup_path,cp_slowest_cell,"clkdlybuf4s50_1",
clock_tree,clockRootBuffer,"clkbuf_4",
global_route,antenna_found_initial,0,
sta,unclocked_regs,10,
routing,ant_nets,0,
sta,slew_headroom,0.713,
pwr,pwr-share-clk,0.453,
worst_setup_path,ff2ff_setup_slack,0.38,ns
die,fp_util,0.172,
routing,vias_per_cell,3.38,
placement,placed_area,753,um2
worst_setup_path,r2r_cells,3,
clock_tree,worstSkewPairLatency,0.30,ns
clock_tree,cts_tree,"done",
synth,synthTopCellsByArea,"dfrtn_1, dlxtn_1, ha_1",
global_route,grt_pass1_vias,306,
worst_setup_path,worst_path_largest_cell_delay,0.49,ns
die,placementRows,21,
synth,edf_count,1,
routing,wl_per_cell,8.08,um
routing,vias,375,
die,die-height,80,um
sta,fin_skew,0.0434,ns
pwr,p_leak,0.340,nW
sta,worstMarginPinSlew,0.430,ns
clock_tree,cts_buffers,3,
synth,top_area_frac,0.340,
global_route,grt_overflow,0,
pwr,switchingPower,0.0000759,W
global_route,grt_pass1_wl,1350,um
routing,drt_iter0_drc,1,
synth,ys_warn_count,3,
worst_setup_path,crit_arrival,0.81,ns
final_layout,regArea,355,um2
synth,post_synth_num_cell_types,21,
pwr,pwr-share-comb,0.035,
worst_setup_path,timing.critical_path.buf_inv,1,
clock_tree,cts_max_path_buffers,2,
sta,setup_viol,0,
pwr,power_density,474,mW/mm2
sta,untimed_endpoints,18,
pwr,peakVddDrop,0.000189,V
routing,num_antenna_cells,0,
placement,dp_hpwl,758,um
worst_setup_path,crit_family,"buffers and inverters",
worst_setup_path,cp.required,0.81,ns
## power groups by stage
stage / Sequential (W) / Clock (W) / Combinational (W)
CTS: 0.000189 / 0.000175 / 0.0000137
global route: 0.000189 / 0.000193 / 0.0000150
finish: 0.000189 / 0.000168 / 0.0000131
## kinds of logic after synthesis
group / after synthesis / synth area share
adder cells (fa/ha/maj): 3 / 0.0638
AND/OR/NAND/NOR: 14 / 0.166
flip-flops: 10 / 0.426
latches: 7 / 0.179
multiplexers: 1 / 0.0170
XOR/XNOR: 3 / 0.0447
AND-OR/OR-AND: 5 / 0.0596
buffers and inverters: 7 / 0.0447
## layer usage
layer / vias to the layer above / global-route usage / part of all wire / wire [um]
met5: - / 0 / 0 / 0
met4: 0 / 0.00528 / 0.0089 / 8
met3: 2 / 0.0284 / 0.20 / 175
met2: 17 / 0.0281 / 0.34 / 308
met1: 165 / 0.0357 / 0.45 / 405
li1: 191 / - / - / -
## path summary, 6_finish.rpt
kind / startpoint / to
worst min-delay path: divideXN_1Mhz.count[0] / divideXN_1Mhz.count[0]
worst min register to register: divideXN_1Mhz.count[0] / divideXN_1Mhz.count[0]
min in group asynchronous: clr / divideXN_1Mhz.count[1]
worst max register to register: divideXN_1Mhz.count[5] / divideXN_1Mhz.count[5]
worst max-delay path: clr / divideXN_1Mhz.out
max in group asynchronous: clr / divideXN_1Mhz.count[2]
## layout by cell type (no fill, tap or decap)
cell type         n
a21oi_1           1
clkbuf_1          1
and2_4            1
o21a_1            1
nor2b_1           2
clkdlybuf4s50_1  10
nand2b_1          3
o21ai_1           2
nand3_1           3
xor2_1            1
ha_1              3
nor4bb_4          1
edfxtp_1          1
mux2i_1           1
nor2_1            1
o31ai_2           1
dfrtn_1           8
buf_4             1
xnor2_1           2
inv_1             7
dfxtp_1           1
nand2_1           2
dlxtn_1           7
or2_2             1
clkbuf_4          3
## final cells by class
type / instances / share of cell area
flip-flops and latches: 17 / 0.456
multi-input cells: 26 / 0.265
repair buffers: 11 / 0.138
well taps: 46 / 0.0738
clock buffers: 4 / 0.0337
inverters: 6 / 0.0289
clock inverters: 1 / 0.00482
## per-stage QoR
stage                     power [W]  setup TNS, ns   util  hold WS, ns
final                      0.000370              0  0.228        0.471
after global routing       0.000397              0  0.228        0.498
after CTS                  0.000377              0  0.228        0.468
after detailed placement   0.000213         -0.301  0.221        0.470
after global placement     0.000213         -0.301  0.221        0.448
after floorplan            0.000201              0      -        0.423
## flip-flops by register name, summed over array words and instances, names as in the netlist
register	count
reset	1
nextstate	1
loadB	1
edgedetect_inst.in_delay	1
loadA	1
IUAU	1
state	2
divideXN_1Mhz.count	6
loadZ	1
loadOU	1
divideXN_1Mhz.out	1
Power figures rest on the tool's default switching activity, not on a simulated workload.
