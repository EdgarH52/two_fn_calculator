### design/flow/constraint.sdc
current_design OU

set clk_period 10.1
set clk_io_pct 0.2

create_clock -name clk0 -period $clk_period

set non_clock_inputs [all_inputs -no_clocks]
set_input_delay [expr $clk_period * $clk_io_pct] -clock clk0 $non_clock_inputs
set_output_delay [expr $clk_period * $clk_io_pct] -clock clk0 [all_outputs]
### design/flow/run.sh
#!/bin/bash
# OpenROAD 26Q1-2900-gdf79404cd8, Yosys 0.63+post, stock flow scripts
make -C /OpenROAD-flow-scripts/flow DESIGN_CONFIG=/design/flow/config.mk WORK_HOME=/design/flow/orfs finish
### design/flow/config.mk
export PLATFORM = sky130hd
export DESIGN_NAME = OU
export DESIGN_NICKNAME = OU
export VERILOG_FILES = /design/flow/design.v
export SDC_FILE = /design/flow/constraint.sdc
export NUM_CORES = 4
export LEC_CHECK = 1
export CORE_AREA = 10 10 81 81
export DIE_AREA = 0 0 91 91
### design/flow/design.v
module OU 
(
	input [7:0] A,
	output [6:0] hex0, hex1, hex2, hex3
);
reg [7:0] B;
wire [3:0] o, t;
wire [1:0] h;
binarysm binarysm_inst
(
	.A(A) ,	 
	.B(B) 	 
);
binary2bcd binary2bcd_inst
(
	.A({1'b0,B[6:0]}) ,	 
	.ONES(o) ,	 
	.TENS(t) ,	 
	.HUNDREDS(h) 	 
);
assign sign = A[7];
assign hex3 = sign == 1 ? 7'b0111111:7'b1111111;
sevenseg sevenseg_ones
(
	.w(o[3]) ,	 
	.x(o[2]) ,	 
	.y(o[1]) ,	 
	.z(o[0]) ,	 
	.a(hex0[0]) ,	 
	.b(hex0[1]) ,	 
	.c(hex0[2]) ,	 
	.d(hex0[3]) ,	 
	.e(hex0[4]) ,	 
	.f(hex0[5]) ,	 
	.g(hex0[6]) 	 
);
sevenseg sevenseg_tens
(
	.w(t[3]) ,	 
	.x(t[2]) ,	 
	.y(t[1]) ,	 
	.z(t[0]) ,	 
	.a(hex1[0]) ,	 
	.b(hex1[1]) ,	 
	.c(hex1[2]) ,	 
	.d(hex1[3]) ,	 
	.e(hex1[4]) ,	 
	.f(hex1[5]) ,	 
	.g(hex1[6]) 	 
);
sevenseg sevenseg_hundreds
(
	.w(0) ,	 
	.x(0) ,	 
	.y(h[1]) ,	 
	.z(h[0]) ,	 
	.a(hex2[0]) ,	 
	.b(hex2[1]) ,	 
	.c(hex2[2]) ,	 
	.d(hex2[3]) ,	 
	.e(hex2[4]) ,	 
	.f(hex2[5]) ,	 
	.g(hex2[6]) 	 
);
endmodule 
module add3
(
	input [3:0] in,
	output reg [3:0] out
);
	always @ (in)
		case (in)
			4'b0000: out = 4'b0000;
			4'b0001: out = 4'b0001;
			4'b0010: out = 4'b0010;
			4'b0011: out = 4'b0011;
			4'b0100: out = 4'b0100;
			4'b0101: out = 4'b1000;
			4'b0110: out = 4'b1001;
			4'b0111: out = 4'b1010;
			4'b1000: out = 4'b1011;
			4'b1001: out = 4'b1100;
			default: out = 4'b0000;
		endcase
	endmodule 
module binary2bcd 
(
	input [7:0] A,
	output [3:0] ONES, TENS, 
	output [1:0] HUNDREDS
);
	wire[3:0] c1, c2, c3, c4, c5, c6, c7;
	wire[3:0] d1, d2, d3, d4, d5, d6, d7;
	assign d1={1'b0,A[7:5]};
	assign d2={c1[2:0],A[4]};
	assign d3={c2[2:0],A[3]};
	assign d4={c3[2:0],A[2]};
	assign d5={c4[2:0],A[1]};
	assign d6={1'b0,c1[3],c2[3],c3[3]};
	assign d7={c6[2:0],c4[3]};
	assign ONES={c5[2:0],A[0]};
	assign TENS={c7[2:0],c5[3]};
	assign HUNDREDS={c6[3],c7[3]};
	add3 m1(d1,c1);
	add3 m2(d2,c2);
	add3 m3(d3,c3);
	add3 m4(d4,c4);
	add3 m5(d5,c5);
	add3 m6(d6,c6);
	add3 m7(d7,c7);
endmodule 
module binarysm (
	input [7:0] A,
	output reg [7:0] B);
	wire [7:0] c;
	wire [6:0] in;
	xor(in[0], A[7], A[0]);
	xor(in[1], A[7], A[1]);
	xor(in[2], A[7], A[2]);
	xor(in[3], A[7], A[3]);
	xor(in[4], A[7], A[4]);
	xor(in[5], A[7], A[5]);
	xor(in[6], A[7], A[6]);
	halfadder halfadder_0
(
	.s(B[0]) ,	 
	.cout(c[0]) ,	 
	.a(in[0]) ,	 
	.b(A[7]) 	 
);
	halfadder halfadder_1
(
	.s(B[1]) ,	 
	.cout(c[1]) ,	 
	.a(in[1]) ,	 
	.b(c[0]) 	 
);
	halfadder halfadder_2
(
	.s(B[2]) ,	 
	.cout(c[2]) ,	 
	.a(in[2]) ,	 
	.b(c[1]) 	 
);
	halfadder halfadder_3
(
	.s(B[3]) ,	 
	.cout(c[3]) ,	 
	.a(in[3]) ,	 
	.b(c[2]) 	 
);
	halfadder halfadder_4
(
	.s(B[4]) ,	 
	.cout(c[4]) ,	 
	.a(in[4]) ,	 
	.b(c[3]) 	 
);
	halfadder halfadder_5
(
	.s(B[5]) ,	 
	.cout(c[5]) ,	 
	.a(in[5]) ,	 
	.b(c[4]) 	 
);
	halfadder halfadder_6
(
	.s(B[6]) ,	 
	.cout(c[6]) ,	 
	.a(in[6]) ,	 
	.b(c[5]) 	 
);
	halfadder halfadder_7
(
	.s(B[7]) ,	 
	.cout(c[7]) ,	 
	.a(A[7]) ,	 
	.b(0) 	 
);
endmodule 
module halfadder (s,cout,a,b);
	input a,b;
	output s, cout;
	and (cout, a, b);
	xor(s, a, b);
endmodule 
module sevenseg (
	input w,x,y,z,
	output reg a,b,c,d,e,f,g);
	always @ (w,x,y,z) begin
		case ({w,x,y,z})
		4'b0000: {a,b,c,d,e,f,g} = 7'b0000001;   
		4'b0001: {a,b,c,d,e,f,g} = 7'b1001111;   
		4'b0010: {a,b,c,d,e,f,g} = 7'b0010010;   
		4'b0011: {a,b,c,d,e,f,g} = 7'b0000110;   
		4'b0100: {a,b,c,d,e,f,g} = 7'b1001100;   
		4'b0101: {a,b,c,d,e,f,g} = 7'b0100100;   
		4'b0110: {a,b,c,d,e,f,g} = 7'b0100000;   
		4'b0111: {a,b,c,d,e,f,g} = 7'b0001111;   
		4'b1000: {a,b,c,d,e,f,g} = 7'b0000000;   
		4'b1001: {a,b,c,d,e,f,g} = 7'b0001100;   
		4'b1010: {a,b,c,d,e,f,g} = 7'b0001000;   
		4'b1011: {a,b,c,d,e,f,g} = 7'b1100000;   
		4'b1100: {a,b,c,d,e,f,g} = 7'b0110001;   
		4'b1101: {a,b,c,d,e,f,g} = 7'b1000010;   
		4'b1110: {a,b,c,d,e,f,g} = 7'b0110000;   
		4'b1111: {a,b,c,d,e,f,g} = 7'b0111000;   
	endcase
	end
endmodule 
==> impl_summary.log <==
[metrics] run summary
[metrics] outcome: completed
[metrics] critical path start-end classification: in2out
[metrics] worst hold path type: in2out
[metrics] worst path setup slack after routing: 1140 ps
[metrics] Detail Placement HPWL: approximately 2100 um
[metrics] fraction of synthesized cell area taken by the top area cell type: 17.6%
[metrics] vias in the first global route: 1,083
[metrics] CP Max Fanout: 18
[metrics] cts hold-fix bufs: 0
[metrics] Core Rows: 25
[metrics] Initial Util: 26.6%
[metrics] per-cell via count in the routed design: 4.60
[metrics] synthesis-to-layout area growth: 9.97%
[metrics] achievable clock frequency: 112 MHz
[metrics] number of warnings in the stage logs: slightly above 40
[metrics] number of routed nets with antenna violations: 0
[metrics] time the final worst path needs with I/O delays and setup: 8960 ps
[metrics] worst-case vdd ir drop: 0.0000438 V
[metrics] number of setup violations in the final report: 0
[metrics] first-iteration detailed-routing DRC count: 95
[metrics] highest-count cells in the layout ignoring fill and taps: clkdlybuf4s50_1 (27), ha_1 (18), nor2_1 (13)
[metrics] area of the mapped netlist: roughly 1300 um^2
[metrics] Chip Width: ~90 um
[metrics] CP Data Arrival Time: 6940 ps
[metrics] maximum number of pins on one net before global-route repair: 25
[metrics] placer congestion estimate: 0.816
[metrics] sequential fraction of the synthesis area: 0%
[metrics] Die Area: 8280 um^2
[metrics] area figure in the yosys stat output: 1280 um^2
[metrics] First-pass DRT Iterations: 4
[metrics] proportion of layout cells with a drive suffix above 1: 3.51%
[metrics] dpl ws: 1130 ps
[metrics] launching instance or port of the critical path: A[7]
[metrics] setup repair after global routing missed its margin: false
[metrics] overall track demand over capacity in global routing: 6.42%
[metrics] Rel. slew slack: 51.7%
[metrics] total number of vias: 1,094
[metrics] cell count listed in synth_stat.txt: 175
[metrics] static leakage: around 0.62 nW
[metrics] startpoint of the worst hold path: A[7]
[metrics] fill cell total of the finished layout: 536
[metrics] final worst-path cycle share: 88.7%
[metrics] number of antenna violations at the first check in global routing: 0
[metrics] remaining routing DRC violations: 0
[metrics] number of max-capacitance violations reported: 0
[metrics] switching fraction of total power: 45.2%
[metrics] dominant cell type by area after synthesis: ha_1
[metrics] Logic cell area: 1010 um^2
[metrics] chain of cells forming the critical path: clkdlybuf4s50_1 -> ha_1 -> ha_1 -> ha_1 -> ha_1 -> ha_1 -> ha_1 -> xor3_2 -> nor2_1 -> xnor2_1 -> o211ai_1 -> a221oi_1 -> ha_1 -> nor4b_1 -> a221o_1 -> clkdlybuf4s50_1
[metrics] actual transition at the worst max-transition pin: between 700 and 800 ps
[metrics] wire length reported by the detailed router: ~2700 um
[metrics] area used by sequential logic in the layout: 0 um^2
[metrics] leftover overflow at the end of global routing: 0
[metrics] fraction of power consumed by sequential logic: 0%
[metrics] cell with the largest stage delay on the worst path: a221oi_1
[metrics] die y size: slightly above 90 um
[metrics] mean cell area of the mapped netlist: between 7 and 8 um^2
[metrics] Core Area: 4820 um^2
[metrics] internal portion of total power: 0.0972 mW
[metrics] cell repeated most along the worst path: ha_1
[metrics] top-level port count: 36
[metrics] number of unique standard cell types used by synthesis: 51
[metrics] clkbuf count: 0
[metrics] Port Buffers: 27
[metrics] share of power burned in the clock network: 0%
[metrics] count of cells resized by post-cts repair: 0
[metrics] Synth Instances: between 150 and 200
[metrics] required time reported for the critical path endpoint: 8080 ps
[metrics] diode insertion count for antenna repair: 0
[metrics] Final Max-Slew Violation Tally: 0
[metrics] global-route wire length before repair: between 4000 and 5000 um
[metrics] power density cells: 126 nW/um^2
[metrics] warning count from the yosys run: 6
[metrics] number of sequential cells in the layout: 0
[metrics] Final Hold Violating Endpoints: 0
[metrics] Psw: approximately 0.08 mW
[metrics] kind of end point of the critical path: primary output
[metrics] setup total negative slack: 0 ps
[metrics] Worst Setup Start Kind: primary input
[metrics] top cells by area: ha_1 (18%), buf_4 (16%), xor2_1 (4.8%)
[metrics] routed wire length per instance: 11.3 um
[metrics] delay contributed by the slowest stage of the critical path: 640 ps
[metrics] portion of total power attributed to combinational logic: 100.0%
[metrics] number of buffers inserted by post-CTS setup repair: 0
[metrics] leading cell type in the layout, fill and taps excluded: clkdlybuf4s50_1
## cells in the mapped netlist (all sizes together) (2+ instances only)
| cell | n |
|---|---|
| and2 | 2 |
| conb | 2 |
| nand2 | 5 |
| o221ai | 2 |
| nor2 | 13 |
| a21oi | 2 |
| ha | 18 |
| a221oi | 2 |
| o211ai | 4 |
| a221o | 3 |
| xor2 | 7 |
| xnor2 | 3 |
| clkbuf | 9 |
| buf | 29 |
| mux2i | 2 |
| and3 | 3 |
| o21ai | 10 |
| a21o | 4 |
| a22oi | 2 |
| inv | 12 |
| o22ai | 2 |
| or2 | 2 |
| nand2b | 7 |
| a22o | 2 |
| nor3 | 4 |
| nor2b | 5 |
## final cells by class
class | instances | area share (%)
inverter | 12 | 3.20
multi-input combinational | 132 | 71.6
tap | 67 | 5.96
timing repair buffer | 27 | 19.2
## power groups by stage
stage | clock network [mW] | registers, mW | logic [mW]
after CTS | 0 | 0 | 0.180
after global routing | 0 | 0 | 0.205
final | 0 | 0 | 0.178
## worst paths after layout
kind / end / slack (ps) / depth (start not counted)
hold / removal: hex3[6] / 5250 / 3
setup / recovery: hex0[0] / 1140 / 16
## routing by layer
metal	vias up	GRT usage [%]	share of wire (%)
li1	570	-	-
met1	495	8.82	49
met2	27	10.5	45
met3	2	1.24	4.9
met4	0	0.653	0.63
met5	-	0	0
## metrics by stage
step	cell area, um^2	power (mW)	hold WS (ps)	util (%)	cells
after global routing	1410	0.205	5340	29.2	238
after floorplan	1310	0.144	4170	-	182
after detailed placement	1410	0.179	5270	29.2	238
after CTS	1410	0.180	5270	29.2	238
after global placement	1410	0.181	5270	29.2	238
final	1410	0.178	5250	29.2	238
## cells by family (layout without fill, tap and decap cells)
family	Yosys count	after routing	share of synthesized area, %
buf+inv	50	39	23.3
simple gates	49	49	20.6
compound gates	41	41	25.3
fa+ha+maj	19	19	18.4
xor+xnor	11	11	9.38
mux	3	3	2.44
other cells	2	9	0.587
## worst max-delay path: cells and delay by family
kind	cells	cell delay, ps
compound gates	3	910
xor+xnor	2	720
fa+ha+maj	7	1550
buf+inv	2	1080
simple gates	2	650
No activity file was given, so power comes from the tool's default toggle rates.
