==> design/flow/config.mk <==
export PLATFORM = sky130hd
export DESIGN_NAME = twofnau1
export DESIGN_NICKNAME = twofnau1
export VERILOG_FILES = /design/flow/design.v
export SDC_FILE = /design/flow/constraint.sdc
export NUM_CORES = 4
export LEC_CHECK = 1
export CORE_UTILIZATION = 30
==> design/flow/constraint.sdc <==
current_design twofnau1

set clk_period 3.7
set clk_io_pct 0.2

create_clock -name clk0 -period $clk_period

set non_clock_inputs [all_inputs -no_clocks]
set_input_delay [expr $clk_period * $clk_io_pct] -clock clk0 $non_clock_inputs
set_output_delay [expr $clk_period * $clk_io_pct] -clock clk0 [all_outputs]
==> design/flow/design.v <==
module fulladdbehav (
	input ai, bi, cini,
	output reg si, couti);
		always @(ai,bi,cini)
			case({ai, bi, cini})
				3'b000: begin couti=1'b0;si=1'b0; end 
				3'b001: begin couti=1'b0;si=1'b1; end 
				3'b010: begin couti=1'b0;si=1'b1; end 
				3'b011: begin couti=1'b1;si=1'b0; end
				3'b100: begin couti=1'b0;si=1'b1; end 
				3'b101: begin couti=1'b1;si=1'b0; end 
				3'b110: begin couti=1'b1;si=1'b0; end 
				3'b111: begin couti=1'b1;si=1'b1; end
			endcase
endmodule 
module pipo (D, Q, CLK, CLR);
	parameter N=8;
	input [N-1:0] D;
	input CLK, CLR;
	output reg [N-1:0] Q;
		always @(posedge CLK, negedge CLR)
			begin
				if(CLR==1'b0) Q<=0;
					else if(CLK==1'b1) Q<=D;
			end
endmodule 
module rca (
	input [7:0] A, B,
	input C0,
	output [7:0] S,
	output Cout, ovr);
	wire[7:0] C;
	wire[7:0] X;
		assign X[0]=C0^B[0];
		assign X[1]=C0^B[1];
		assign X[2]=C0^B[2];
		assign X[3]=C0^B[3];
		assign X[4]=C0^B[4];
		assign X[5]=C0^B[5];
		assign X[6]=C0^B[6];
		assign X[7]=C0^B[7];
	fulladdbehav s0 (A[0], X[0], C0, S[0], C[0]);
	fulladdbehav s1 (A[1], X[1], C[0], S[1], C[1]);
	fulladdbehav s2 (A[2], X[2], C[1], S[2], C[2]);
	fulladdbehav s3 (A[3], X[3], C[2], S[3], C[3]);
	fulladdbehav s4 (A[4], X[4], C[3], S[4], C[4]);
	fulladdbehav s5 (A[5], X[5], C[4], S[5], C[5]);
	fulladdbehav s6 (A[6], X[6], C[5], S[6], C[6]);
	fulladdbehav s7 (A[7], X[7], C[6], S[7], C[7]);
	assign Cout = C[7];
	assign ovr = C[7]^C[6];
endmodule 
module sevenhex (
	input w,x,y,z,
	output reg a,b,c,d,e,f,g);
	always @ (w,x,y,z) begin
		case ({w,x,y,z})
		4'b0000: {a,b,c,d,e,f,g} = 7'b0000001;   
		4'b0001: {a,b,c,d,e,f,g} = 7'b1001111;   
		4'b0010: {a,b,c,d,e,f,g} = 7'b0010010;   
		4'b0011: {a,b,c,d,e,f,g} = 7'b0000110;   
		4'b0100: {a,b,c,d,e,f,g} = 7'b1001100;   
		4'b0101: {a,b,c,d,e,f,g} = 7'b0100100;   
		4'b0110: {a,b,c,d,e,f,g} = 7'b0100000;   
		4'b0111: {a,b,c,d,e,f,g} = 7'b0001111;   
		4'b1000: {a,b,c,d,e,f,g} = 7'b0000000;   
		4'b1001: {a,b,c,d,e,f,g} = 7'b0001100;   
		4'b1010: {a,b,c,d,e,f,g} = 7'b0001000;   
		4'b1011: {a,b,c,d,e,f,g} = 7'b1100000;   
		4'b1100: {a,b,c,d,e,f,g} = 7'b0110001;   
		4'b1101: {a,b,c,d,e,f,g} = 7'b1000010;   
		4'b1110: {a,b,c,d,e,f,g} = 7'b0110000;   
		4'b1111: {a,b,c,d,e,f,g} = 7'b0111000;   
	endcase
	end
endmodule 
module twofnau1 (
	input [7:0] in,
	input loadA, loadB, loadZ, reset,
	input C0,
	output Cout, ovr,
	output [7:0] Z, A, B,
	output [0:6] hex0, hex1, hex2, hex3, hex4, hex5
	);
	wire [7:0] S;
	wire wa, wb, wz, wr;
	assign wa = ~loadA, wb = ~loadB, wz = ~loadZ;
	pipo pipo_0
(
	.D(in) ,	 
	.Q(A) ,	 
	.CLK(wa) ,	 
	.CLR(reset) 	 
);
	pipo pipo_1
(
	.D(in) ,	 
	.Q(B) ,	 
	.CLK(wb) ,	 
	.CLR(reset) 	 
);
rca rca_inst
(
	.A(A) ,	 
	.B(B) ,	 
	.C0(C0) ,	 
	.S(S) ,	 
	.Cout(Cout) ,	 
	.ovr(ovr) 	 
);
	pipo pipo_2
(
	.D(S) ,	 
	.Q(Z) ,	 
	.CLK(wz) ,	 
	.CLR(reset) 	 
);
sevenhex sevenhex_A0
(
	.w(A[7]) ,	 
	.x(A[6]) ,	 
	.y(A[5]) ,	 
	.z(A[4]) ,	 
	.a(hex0[0]) ,	 
	.b(hex0[1]) ,	 
	.c(hex0[2]) ,	 
	.d(hex0[3]) ,	 
	.e(hex0[4]) ,	 
	.f(hex0[5]) ,	 
	.g(hex0[6]) 	 
);
sevenhex sevenhex_A1
(
	.w(A[3]) ,	 
	.x(A[2]) ,	 
	.y(A[1]) ,	 
	.z(A[0]) ,	 
	.a(hex1[0]) ,	 
	.b(hex1[1]) ,	 
	.c(hex1[2]) ,	 
	.d(hex1[3]) ,	 
	.e(hex1[4]) ,	 
	.f(hex1[5]) ,	 
	.g(hex1[6]) 	 
);
sevenhex sevenhex_B0
(
	.w(B[7]) ,	 
	.x(B[6]) ,	 
	.y(B[5]) ,	 
	.z(B[4]) ,	 
	.a(hex2[0]) ,	 
	.b(hex2[1]) ,	 
	.c(hex2[2]) ,	 
	.d(hex2[3]) ,	 
	.e(hex2[4]) ,	 
	.f(hex2[5]) ,	 
	.g(hex2[6]) 	 
);
sevenhex sevenhex_B1
(
	.w(B[3]) ,	 
	.x(B[2]) ,	 
	.y(B[1]) ,	 
	.z(B[0]) ,	 
	.a(hex3[0]) ,	 
	.b(hex3[1]) ,	 
	.c(hex3[2]) ,	 
	.d(hex3[3]) ,	 
	.e(hex3[4]) ,	 
	.f(hex3[5]) ,	 
	.g(hex3[6]) 	 
);
sevenhex sevenhex_Z0
(
	.w(Z[7]) ,	 
	.x(Z[6]) ,	 
	.y(Z[5]) ,	 
	.z(Z[4]) ,	 
	.a(hex4[0]) ,	 
	.b(hex4[1]) ,	 
	.c(hex4[2]) ,	 
	.d(hex4[3]) ,	 
	.e(hex4[4]) ,	 
	.f(hex4[5]) ,	 
	.g(hex4[6]) 	 
);
sevenhex sevenhex_Z1
(
	.w(Z[3]) ,	 
	.x(Z[2]) ,	 
	.y(Z[1]) ,	 
	.z(Z[0]) ,	 
	.a(hex5[0]) ,	 
	.b(hex5[1]) ,	 
	.c(hex5[2]) ,	 
	.d(hex5[3]) ,	 
	.e(hex5[4]) ,	 
	.f(hex5[5]) ,	 
	.g(hex5[6]) 	 
);
endmodule 
==> design/flow/run.sh <==
#!/bin/bash
# OpenROAD 26Q1-2900-gdf79404cd8, Yosys 0.63+post, stock flow scripts
make -C /OpenROAD-flow-scripts/flow DESIGN_CONFIG=/design/flow/config.mk WORK_HOME=/design/flow/orfs finish
==> flow_summary.ini <==
; synthesis and place-and-route metrics
[status]
status = finished, violations left
violations = setup timing

[floorplanning]
fp_util = 0.3134
die_x_um = 106.6
io_pins = 81
coreArea_um2 = 10460
fp-row-count = 37
dieArea_um2 = 11350
fp.dieH_um = 106.6

[sta]
setup_ws_ns = -1.399
whs_ns = 2.376
relSlewSlack = 0.6149
finalSetupViolations = 2
untimed_endpoints = 90
finalHoldViolations = 0
finalMaxSlewViolations = 0
rsz0062_at_grt = true
worstMarginPinSlew_ns = 0.5777
unclocked_pins = 24
timing.fmax_mhz = 196.1
fin_crit_ns = 5.099
timing.final.crit_share = 1.378

[routing]
wl_mm = 6.224
drt_pass1_iterations = 4
drc = 0
antenna_left = 0
routedWlPerCell_um = 11.36
antenna_cells = 0
drtIter0Drc = 96
viasPerCell = 4.442
dr_total_vias = 2434

[global_route]
grt_first_pass_wirelength_mm = 10.57
antenna_found_initial = 0
grt_max_degree = 25
grt_usage = 0.1119
grt_pass1_vias = 2300
grt_overflow = 0

[logic_synthesis]
syn-cell-area_um2 = 3279
yosysWarnings = 3
area_leaders = ha_1, dfrtn_1, buf_4
ys_cells = 399
yosysSeqAreaShare = 0.1831
numSynthFlops = 24
synth_top_area_share = 0.2137
syn_inst = 399
synth.distinct_cells = 34
syn-mean-instance-area_um2 = 8.219
ys_chip_area_um2 = 3279
synth_area_leader_cell = ha_1

[setup_path]
cp.arrival_ns = 4.36
crit_path_start = C0
end_kind = primary output
worst_ep_required_time_ns = 2.96
slowest_stage = mux2_4
critPathLaunchType = input port
crit_top_cell = ha_2
crit_type = in2out
worst-path-max-fanout = 4
crit_end = ovr
cpPeakStageDelay_ns = 0.28

[placed_design]
dp_hpwl_mm = 4.902
dp.cells = 543
routabilityCongestion = 0.7962
port_buffers = 81

[finish]
area_growth_pct = 19.80
final_cells = 548
layout-drive-gt1-share = 0.1529

[power_and_ir_drop]
powerDensity_nw_per_um2 = 71.47
finalPower_uw = 280.8
ir_worst_vdd_mv = 0.04809
leakage_uw = 0.001792

[clock_tree]
hold_buffers = 0

[worst_hold_path]
hp-class = in2out

[run]
openroad.warnings = 71
drv_cap = 0
==> area by class of cell <==
type | instances | area, um2
fill | 1061 | 6534
inverter | 44 | 172.7
multi-input combinational | 248 | 2062
sequential | 24 | 600.6
tap | 136 | 170.2
timing repair buffer | 96 | 923.4
==> cells in the mapped netlist, drive strengths merged <==
cell,number
o32ai,4
a22o,5
o31ai,6
dfrtn,24
or3b,3
o31a,1
ha,56
clkbuf,2
or3,1
nor2,31
a21boi,2
buf,81
inv,43
a32o,1
mux2,10
and2,1
nand2b,7
o211ai,4
clkinv,1
a21o,2
nand2,19
mux2i,18
nand3,5
a21oi,19
o2bb2ai,1
nand3b,2
o21ai,35
xor2,10
nor2b,5
==> critical path, delay by kind of cell <==
kind                     cells  cell delay, ns
buffers and inverters       11            0.73
XOR/XNOR                     2            0.29
AND/OR/NAND/NOR              4            0.15
AND-OR/OR-AND                4            0.56
adder cells (fa/ha/maj)      7            1.05
multiplexers                 3            0.83
==> per-layer routing <==
layer	up-vias	wire length (um)	GRT usage
li1	1287	-	-
met1	1085	3232	0.1741
met2	62	2724	0.1823
met3	0	267	0.007505
met4	0	0	0.0009785
met5	-	0	0
==> stage by stage <==
step,cell area [um2],worst slack (ns),utilization,setup TNS [ns]
5_1_grt,3929,-1.625,0.3755,-3.074
3_3_place_gp,3774,-2.153,0.3607,-4.256
6_report,3929,-1.399,0.3755,-2.631
3_5_place_dp,3774,-2.293,0.3607,-4.522
4_1_cts,3892,-1.401,0.3720,-2.637
2_1_floorplan,3327,-0.9461,-,-1.777
==> cells by family after synthesis <==
| kind of cell | after synthesis | share of synthesized area |
|---|---|---|
| buffers and inverters | 127 | 0.2339 |
| AND-OR/OR-AND | 80 | 0.1469 |
| AND/OR/NAND/NOR | 74 | 0.1064 |
| adder cells (fa/ha/maj) | 56 | 0.2137 |
| multiplexers | 28 | 0.08928 |
| flip-flops | 24 | 0.1831 |
| XOR/XNOR | 10 | 0.02671 |
==> flip-flops by register name, summed over array words and instances, names as in the netlist <==
name / cells
pipo_1.Q: 8
pipo_0.Q: 8
pipo_2.Q: 8
==> layout by cell type, fill, tap and decap left out, types with 2 or more instances in the layout <==
| cell type | instances |
|---|---|
| nand2_1 | 19 |
| nand2b_1 | 6 |
| xor2_1 | 9 |
| ha_4 | 4 |
| nand3b_1 | 2 |
| ha_2 | 10 |
| buf_2 | 2 |
| o211ai_1 | 4 |
| mux2_2 | 7 |
| nor2_2 | 4 |
| a21boi_0 | 2 |
| a21oi_2 | 2 |
| a22o_1 | 5 |
| mux2_4 | 3 |
| inv_1 | 34 |
| nand3_1 | 5 |
| mux2i_1 | 16 |
| or3b_1 | 3 |
| o31ai_1 | 6 |
| ha_1 | 42 |
| buf_4 | 15 |
| inv_2 | 6 |
| nor2b_1 | 4 |
| nor2_1 | 27 |
| a21oi_1 | 17 |
| clkdlybuf4s50_1 | 78 |
| inv_4 | 3 |
| o32ai_1 | 4 |
| a21o_1 | 2 |
| dfrtn_1 | 24 |
| o21ai_0 | 34 |
==> what timing repair did <==
item | in CTS | in global routing
setup endpoints to repair | 2 | 2
buffers inserted | 6 | 1
pin swaps | 9 | 11
resized | 33 | 14
==> report_power, final <==
| group | switching (uW) | internal (uW) |
|---|---|---|
| registers | 22.2 | 15.3 |
| clock network | 0 | 0 |
| logic | 99.6 | 144 |
| total | 122 | 159 |
==> how the worst min path moves through the flow <==
stage,end,from,slack [ns],cells after the start
6_report,Cout,C0,2.38,8
5_1_grt,Cout,C0,2.41,8
4_1_cts,Cout,C0,2.36,8
